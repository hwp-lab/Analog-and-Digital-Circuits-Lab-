**flow/config.mk**
```make
export PLATFORM = sky130hd
export DESIGN_NAME = ALU_base
export DESIGN_NICKNAME = ALU_base
export VERILOG_FILES = /design/flow/design.v
export SDC_FILE = /design/flow/constraint.sdc
export NUM_CORES = 4
export LEC_CHECK = 1
export CORE_UTILIZATION = 30
```
**flow/constraint.sdc**
```tcl
current_design ALU_base

set clk_period 13.9
set clk_io_pct 0.2

create_clock -name clk0 -period $clk_period

set non_clock_inputs [all_inputs -no_clocks]
set_input_delay [expr $clk_period * $clk_io_pct] -clock clk0 $non_clock_inputs
set_output_delay [expr $clk_period * $clk_io_pct] -clock clk0 [all_outputs]
```
**flow/design.v**
```verilog
`timescale 1ns / 1ps
module ALU_base(
    input [11:0]    f,
    input [31:0]    a,b,
    output [31:0]   y
    );
    wire [31:0] add_result; 
    wire [31:0] sub_result;
    wire [31:0] slt_result;  
    wire [31:0] sltu_result; 
    wire [31:0] and_result; 
    wire [31:0] or_result; 
    wire [31:0] orn_result; 
    wire [31:0] xor_result; 
    wire [31:0] sll_result;  
    wire [31:0] srl_result;  
    wire [31:0] sra_result; 
    wire [31:0] b_result;
    assign add_result=a+b;
    assign sub_result=a-b;
    assign slt_result[31:1]=31'b0;
    assign sltu_result[31:1]=31'b0;
    assign slt_result[0]=(a[31]^b[31])?((a[31]>b[31])?1:0):(((a[31]==0&&a[30:0]<b[30:0])||(a[31]==1&&a[30:0]>b[30:0]))?1:0);
    assign sltu_result[0]=(a<b)?1:0;
    assign and_result=a&b;
    assign or_result=a|b;
    assign orn_result=~(a|b);
    assign xor_result=a^b;
    assign sll_result=a<<b[4:0];
    assign srl_result=a>>b[4:0];
    assign sra_result= $signed(a) >>>b[4:0];
    assign b_result=b;
    assign y = ({32{f[0]  }} & add_result)
             | ({32{f[1]  }} & sub_result)
             | ({32{f[2]  }} & slt_result)
             | ({32{f[3]  }} & sltu_result)
             | ({32{f[4]  }} & and_result)
             | ({32{f[5]  }} & or_result)
             | ({32{f[6]  }} & orn_result)
             | ({32{f[7]  }} & xor_result)   
             | ({32{f[8]  }} & sll_result)   
             | ({32{f[9]  }} & srl_result)   
             | ({32{f[10] }} & sra_result)
             | ({32{f[11] }} & b_result);
endmodule
```
**flow/run.sh**
```bash
#!/bin/bash
# OpenROAD 26Q1-2900-gdf79404cd8, Yosys 0.63+post, stock flow scripts
make -C /OpenROAD-flow-scripts/flow DESIGN_CONFIG=/design/flow/config.mk WORK_HOME=/design/flow/orfs finish
```
==> run_summary.xml <==
<?xml version="1.0" encoding="UTF-8"?>
<metrics>
  <group name="grt">
    <metric name="globalRouteTotalUtil" unit="%">28.3</metric>
    <metric name="first_global_vias" unit="">10074</metric>
    <metric name="globalRoute.totalOverflow" unit="">0</metric>
    <metric name="grt_pass1_wl" unit="um">65500</metric>
    <metric name="maximum_number_of_pins_on_one_net_before_global_route_repair" unit="">76</metric>
    <metric name="antenna_found_initial" unit="">0</metric>
  </group>
  <group name="routing">
    <metric name="detail_route.iter0.violations" unit="">1435</metric>
    <metric name="insertedDiodeCount" unit="">0</metric>
    <metric name="detail_route.wl_per_cell" unit="um">26.0</metric>
    <metric name="detailroute.via_count" unit="">10947</metric>
    <metric name="ant_nets" unit="">0</metric>
    <metric name="firstDrtPassIters" unit="">9</metric>
    <metric name="drt_drc_violations_left" unit="">0</metric>
    <metric name="detail_route.vias_per_cell" unit="">6.41</metric>
    <metric name="postRouteWirelength" unit="um">44400</metric>
  </group>
  <group name="logic_synthesis">
    <metric name="synth.yosys.num_cells" unit="">1284</metric>
    <metric name="synth-seq-area-share" unit="%">0</metric>
    <metric name="synth_cell_type_count" unit="">84</metric>
    <metric name="number_of_warning_messages_in_the_yosys_log" unit="">0</metric>
    <metric name="synth_chip_area" unit="um^2">9300</metric>
    <metric name="synth.avg_cell_area" unit="um^2">7.24</metric>
    <metric name="syn_area" unit="um^2">9300</metric>
    <metric name="syn-instance-count" unit="">1284</metric>
  </group>
  <group name="floorplanning">
    <metric name="placeableCoreArea" unit="um^2">30500</metric>
    <metric name="design.die.area" unit="um^2">31700</metric>
    <metric name="core_utilization_at_floorplan" unit="%">30.5</metric>
    <metric name="die-width" unit="um">178</metric>
    <metric name="io_pins" unit="">108</metric>
    <metric name="placementRows" unit="">64</metric>
    <metric name="floorplan.die.height" unit="um">178</metric>
  </group>
  <group name="power">
    <metric name="power.total" unit="uW">463</metric>
    <metric name="largest_vdd_supply_drop" unit="V">0.0000333</metric>
    <metric name="power-per-cell-area" unit="nW/um^2">43.8</metric>
    <metric name="leakagePower" unit="uW">0.00417</metric>
  </group>
  <group name="cells_and_area">
    <metric name="mi_logic_area" unit="um^2">8440</metric>
    <metric name="stdcell_count" unit="">1708</metric>
    <metric name="regArea" unit="um^2">0</metric>
    <metric name="syn_to_final_growth" unit="%">13.7</metric>
    <metric name="seq_cells" unit="">0</metric>
    <metric name="layout.cells.most_common_list" unit="">sky130_fd_sc_hd__nor2_1, sky130_fd_sc_hd__clkdlybuf4s50_1, sky130_fd_sc_hd__a21oi_1, sky130_fd_sc_hd__nand2_1, sky130_fd_sc_hd__ha_1</metric>
    <metric name="lay_top_count" unit="">sky130_fd_sc_hd__nor2_1</metric>
    <metric name="final.clkbuf_count" unit="">0</metric>
    <metric name="final_layout_size_suffix_gt1_share" unit="%">9.53</metric>
    <metric name="final.fill_count" unit="">3248</metric>
  </group>
  <group name="worst_setup_path">
    <metric name="setup.worst_path.start_class" unit="">input port</metric>
    <metric name="timing.critical_path.required" unit="ps">11120</metric>
    <metric name="cp-endpoint" unit="">y[0]</metric>
    <metric name="critical_path_peak_fanout" unit="">55</metric>
    <metric name="end_kind" unit="">output port</metric>
    <metric name="critPathArrivalTime" unit="ps">7280</metric>
    <metric name="cp-startpoint" unit="">b[2]</metric>
    <metric name="setup.worst_path.class" unit="">input port to output port</metric>
  </group>
  <group name="placed_design">
    <metric name="hpwl" unit="um">34200</metric>
    <metric name="worst_slack_at_placement" unit="ps">4090</metric>
    <metric name="finalWeightedCongestion" unit="">1.05</metric>
    <metric name="port-buffer-count" unit="">108</metric>
    <metric name="placed_cells" unit="">1708</metric>
  </group>
  <group name="clocking">
    <metric name="post-cts-setup-buffers" unit="">0</metric>
    <metric name="post_cts_resized" unit="">0</metric>
    <metric name="postCtsHoldBufs" unit="">0</metric>
  </group>
  <group name="flow_run">
    <metric name="maxCapViolCount" unit="">0</metric>
    <metric name="openroad.warnings" unit="">98</metric>
  </group>
  <group name="sta">
    <metric name="setup_tns" unit="ps">0</metric>
    <metric name="timing_worst_slew_pin_value" unit="ps">903</metric>
    <metric name="final_worst_setup_slack" unit="ps">3840</metric>
    <metric name="max_freq" unit="GHz">0.0994</metric>
    <metric name="timing.final.crit_period" unit="ps">10060</metric>
    <metric name="setup_viol" unit="">0</metric>
    <metric name="timing.final.max_slew_violations" unit="">0</metric>
    <metric name="post-route-period-util" unit="%">72.4</metric>
    <metric name="final_hold_viol_count" unit="">0</metric>
    <metric name="timing.slew.headroom" unit="%">39.2</metric>
    <metric name="unrepaired_setup_endpoints_after_global_routing" unit="">false</metric>
    <metric name="hold_ws" unit="ps">6600</metric>
  </group>
  <group name="worst_hold_path">
    <metric name="hp-class" unit="">input port to output port</metric>
    <metric name="min-delay-start" unit="">f[2]</metric>
  </group>
  <group name="status">
    <metric name="run_status" unit="">finished clean</metric>
  </group>
</metrics>
[cell families (layout without fill, tap and decap cells)]
logic type | Yosys count | in the layout | synth area share (%)
AND-OR/OR-AND | 427 | 427 | 32.3
adder cells (fa/ha/maj) | 100 | 100 | 13.6
XOR/XNOR | 24 | 24 | 2.26
buffers and inverters | 207 | 235 | 9.19
AND/OR/NAND/NOR | 390 | 390 | 19.8
multiplexers | 136 | 136 | 22.8
[cells in the mapped netlist (6+ instances only)]
library cell | number | area, um^2
sky130_fd_sc_hd__a2111oi_0 | 6 | 52.6
sky130_fd_sc_hd__a211o_1 | 7 | 61.3
sky130_fd_sc_hd__a211oi_1 | 10 | 75.1
sky130_fd_sc_hd__a21o_1 | 12 | 90.1
sky130_fd_sc_hd__a21oi_1 | 102 | 510
sky130_fd_sc_hd__a221o_1 | 8 | 80.1
sky130_fd_sc_hd__a221oi_1 | 22 | 193
sky130_fd_sc_hd__a222oi_1 | 26 | 260
sky130_fd_sc_hd__a22oi_1 | 8 | 60.1
sky130_fd_sc_hd__a31oi_1 | 19 | 119
sky130_fd_sc_hd__and3_1 | 9 | 56.3
sky130_fd_sc_hd__buf_1 | 13 | 48.8
sky130_fd_sc_hd__buf_2 | 20 | 100
sky130_fd_sc_hd__clkbuf_1 | 64 | 240
sky130_fd_sc_hd__ha_1 | 98 | 1230
sky130_fd_sc_hd__inv_1 | 97 | 364
sky130_fd_sc_hd__mux2_2 | 7 | 78.8
sky130_fd_sc_hd__mux2i_1 | 69 | 691
sky130_fd_sc_hd__mux4_2 | 60 | 1350
sky130_fd_sc_hd__nand2_1 | 100 | 375
sky130_fd_sc_hd__nand2b_1 | 10 | 62.6
sky130_fd_sc_hd__nand3_1 | 41 | 205
sky130_fd_sc_hd__nand4_1 | 12 | 75.1
sky130_fd_sc_hd__nor2_1 | 131 | 492
sky130_fd_sc_hd__nor2b_1 | 13 | 81.3
sky130_fd_sc_hd__nor3_1 | 29 | 145
sky130_fd_sc_hd__o2111ai_1 | 10 | 87.6
sky130_fd_sc_hd__o211ai_1 | 19 | 143
sky130_fd_sc_hd__o21a_1 | 10 | 75.1
sky130_fd_sc_hd__o21ai_0 | 67 | 335
sky130_fd_sc_hd__o21bai_1 | 14 | 105
sky130_fd_sc_hd__o221ai_1 | 12 | 105
sky130_fd_sc_hd__o22ai_1 | 11 | 68.8
sky130_fd_sc_hd__o31ai_1 | 15 | 113
sky130_fd_sc_hd__or2_2 | 6 | 37.5
sky130_fd_sc_hd__or3_1 | 12 | 75.1
sky130_fd_sc_hd__or4_1 | 6 | 45.0
sky130_fd_sc_hd__xnor2_1 | 18 | 158
sky130_fd_sc_hd__xor2_1 | 6 | 52.6
[area by class of cell]
type	instances	share of cell area [%]
inverter	101	3.59
multi-input combinational	1077	79.9
tap	396	4.69
timing repair buffer	134	11.9
[worst max-delay path, cell delays in order]
cell,delay (ps)
sky130_fd_sc_hd__buf_2,80
sky130_fd_sc_hd__buf_4,480
sky130_fd_sc_hd__inv_2,40
sky130_fd_sc_hd__buf_4,350
sky130_fd_sc_hd__ha_1,510
sky130_fd_sc_hd__inv_1,80
sky130_fd_sc_hd__a21oi_1,400
sky130_fd_sc_hd__o22ai_2,210
sky130_fd_sc_hd__o21ai_1,430
sky130_fd_sc_hd__a211oi_1,260
sky130_fd_sc_hd__a211oi_1,430
sky130_fd_sc_hd__mux2_2,380
sky130_fd_sc_hd__o311ai_1,280
sky130_fd_sc_hd__clkdlybuf4s50_1,530
[stage by stage]
| step | cell area [um^2] | utilization [%] |
|---|---|---|
| after floorplan | 9300 | - |
| after global placement | 10600 | 34.6 |
| after detailed placement | 10600 | 34.6 |
| after CTS | 10600 | 34.6 |
| after global routing | 10600 | 34.6 |
| final | 10600 | 34.6 |
[layer usage]
layer / vias to the layer above / GRT usage, % / routed length, um
met5: - / 0 / 0
li1: 4970 / - / -
met4: 0 / 7.76 / 1540
met3: 90 / 3.43 / 3650
met1: 5250 / 40.4 / 18700
met2: 637 / 45.1 / 20500
[power breakdown]
| part | internal [uW] | total [uW] | leakage, uW | switching (uW) |
|---|---|---|---|---|
| sequential | 0 | 0 | 0 | 0 |
| clock | 0 | 0 | 0 | 0 |
| combinational | 179 | 463 | 0.00417 | 284 |
| total | 179 | 463 | 0.00417 | 284 |
[how the worst min path moves through the flow]
stage | depth (start not counted) | slack (ps) | endpoint
global route | 8 | 6670 | y[3]
CTS | 4 | 6590 | y[0]
finish | 4 | 6600 | y[0]
Power is estimated from default activity; no workload was simulated.
