==> flow/config.mk <==
export PLATFORM = sky130hd
export DESIGN_NAME = TagVMemory
export DESIGN_NICKNAME = TagVMemory
export VERILOG_FILES = /design/flow/design.v
export SDC_FILE = /design/flow/constraint.sdc
export NUM_CORES = 4
export LEC_CHECK = 1
export CORE_UTILIZATION = 40
export SYNTH_MEMORY_MAX_BITS = 65536
==> flow/constraint.sdc <==
current_design TagVMemory

set clk_period 30.7
set clk_io_pct 0.2

create_clock -name clk0 -period $clk_period [get_ports {clk}]

set non_clock_inputs [all_inputs -no_clocks]
set_input_delay [expr $clk_period * $clk_io_pct] -clock clk0 $non_clock_inputs
set_output_delay [expr $clk_period * $clk_io_pct] -clock clk0 [all_outputs]
==> flow/design.v <==
module TagVMemory( 
    input               clk,
    input               rstn,
    input [7:0]         index,
    input               w_en, 
    input [19:0]        w_tag, 
    output reg [19:0]   tag, 
    output reg          v 
    );
    reg        v_mem [0:255];     
    reg [19:0] tag_mem [0:255];   
    integer i;
    always @(posedge clk) begin
        if (!rstn) begin
            for (i = 0; i < 256; i = i + 1) begin
                v_mem[i] <= 1'b0;       
                tag_mem[i] <= 20'b0;    
            end
            tag <= 20'b0;
            v <= 1'b0;
        end
        else begin
            tag <= tag_mem[index];
            v <= v_mem[index];
            if (w_en) begin
                tag_mem[index] <= w_tag;
                v_mem[index] <= 1'b1;   
            end
        end
    end
endmodule
==> flow/run.sh <==
#!/bin/bash
# OpenROAD 26Q1-2900-gdf79404cd8, Yosys 0.63+post, stock flow scripts
make -C /OpenROAD-flow-scripts/flow DESIGN_CONFIG=/design/flow/config.mk WORK_HOME=/design/flow/orfs finish
==> summary.txt <==
impl run done, here's what came out: crit end category flop, die height 782 µm, Fill cells 51500, R2R depth 6, DRC viols 0, CP delay by family, top buffers and inverters, Async SR Flop Fraction 0%, reg-to-reg startpoint tag_mem[207][18], Num CTS Buffers 559, FP Util 40.2%, Slew HR -5.13%, WP depth 19, area leader, netlist edfxtp_1, DR iter-0 viols 8881, global placer's final weighted congestion 0.928, YS chip area 0.244 mm², # hold bufs at CTS 0, CTS max path bufs 4, CP Buf/Inv Count 12, Post-synth top cells edfxtp_1, and2_1, clkbuf_1, mux2i_1, mux4_2, failing checks capacitance limit, slew limit, PortBufs 51, Mapped Cells 16700, clk slew on worst S/H paths 0.06 ns, die span in x 782 µm, worst min path class reg -> reg, initial antenna violation count 60, share of layout cells above drive strength 1 17.2%, Hold Violations, Final 0, drt pass-1 iters 5, top cells by area edfxtp_1, and2_1, mux4_2, mux2i_1, clkbuf_1, Overflow after GRT 0, Mapped Area 0.244 mm², warnings from Yosys 1, Clock Latency Late Sink 1.09 ns, WHS Path Cells 1, WL/cell 30.1 µm, Setup crit start kind input pin, Synth Register Bits 5397, Core Area 0.607 mm², placed insts 23900, post-CTS setup buffer count 0, Max-cap violations 1, crit path capture tag[2], flop-to-flop setup slack 26.43 ns, VDD IR-drop max 0.0643 mV, minimum clock period 14.33 ns, DRT Wirelength 751000 µm, FMAX 0.0698 GHz, count leader, synth edfxtp_1, period utilization 46.7%, Critical Path Max Stage Delay 1.15 ns, first-pass GRT wire length 1070000 µm, crit-path cells buf_16 > buf_4 > buf_4 > buf_4 > buf_4 > buf_4 > buf_4 > buf_4 > buf_4 > buf_4 > buf_4 > mux2i_1 > o22ai_1 > nor4_1 > buf_4 > nand3_1 > a22oi_1 > nand2_1 > and3_1, Vias 138000, worst-margin pin slew 1.57 ns, CTS tree done, Mean Syn Cell Area 14.6 µm², Setup-failing EPs final 0, I/O pin count 52, vias in the first global route 142000, CTS Sinks 5397, fin cells 25000, # H-tree levels 6, RSZ-0062 raised after global routing no, Crit Path Category in -> reg, Post-synth EDFFs 5120, antenna-violating nets left 0, area delta synth->final 12.1%, Leakage 0.0989 µW, crit path launch index[1], Crit Reg-Reg Endpoint tag[18], GRT Total Usage 26.5%, cell count listed in synth_stat.txt 16700, cell area power density 59.9 mW/mm², sequential share of the synthesized area 65.4%, Max Slew Vio Count 2, Die Area 0.612 mm², top cell type's share of synthesized area 63.1%, Yosys cell types 51, dominant register cell edfxtp_1, Vias/cell 5.51, post-DP HPWL 456000 µm, Clock Skews 0.0329 ns, Worst path most repeated cell buf_4, CP Max Fanout 68, Crit-path slowest cell nor4_1, Std-Cell Rows 286, largest net degree at the start of global routing 97, root buffer cell clkbuf_16, Worst EP arrival 15.30 ns, Tool Warnings 26, worst path required time 31.68 ns, setup_tns 0 ns, PostCTS Resize Cnt 0, status complete, but fails checks
report_power, final:
part / total, µW / switching [µW] / internal (µW) / leakage, µW
clock network: 6630 / 2900 / 3730 / 0.00856
registers: 8480 / 98.3 / 8380 / 0.0508
logic: 1240 / 851 / 388 / 0.0395
total: 16400 / 3850 / 12500 / 0.0989
worst min path at each step:
stage | from | endpoint | slack (ns)
6_report | v_mem[251] | v_mem[251] | 0.45
5_1_grt | v_mem[102] | v_mem[102] | 0.46
4_1_cts | v_mem[82] | v_mem[82] | 0.45
cell usage in the layout, fill, tap and decap left out, types with 41 or more instances in the layout:
cell	synthesis	layout
buf_4	26	919
nand3_1	216	213
o211ai_1	41	41
nand2_1	138	119
clkbuf_1	1486	149
o21ai_0	335	78
nand4_1	67	67
o22ai_1	209	209
dfxtp_1	277	277
a21oi_1	103	103
mux2i_1	1058	1058
o21ai_2	0	254
edfxtp_1	5120	5120
o221ai_1	63	63
clkinv_2	0	66
a221oi_1	83	83
and2_1	4748	4744
a21o_1	239	239
clkbuf_16	0	572
a22oi_1	425	425
and3_1	406	404
diode_2	0	52
mux4_2	849	849
clkinv_1	0	110
nor2_1	258	244
a211oi_1	44	44
area by class of cell:
| class | instances | area, µm² | share of cell area (%) |
|---|---|---|---|
| Clock buffer | 754 | 15300 | 5.61 |
| Clock inverter | 262 | 2240 | 0.822 |
| Tap cell | 8064 | 10100 | 3.70 |
| Antenna cell | 52 | 130 | 0.0477 |
| Timing Repair Buffer | 978 | 7750 | 2.84 |
| Multi-Input combinational cell | 9486 | 78200 | 28.6 |
| Inverter | 1 | 3.75 | 0.00137 |
| Sequential cell | 5397 | 159000 | 58.3 |
state kept, by name, summed over array words and instances (netlist names):
register,count
v_mem,256
tag,20
tag_mem,5120
v,1
logic make-up after synthesis:
logic type,Yosys count,synth area share (%)
DFF,5397,65.4
muxes,1929,12.3
buffers and inverters,1819,3.04
AOI/OAI and AO/OA,1591,4.45
and+or+nand+nor,5966,14.8
through the flow:
stage / setup slack (ns) / util [%] / area, µm² / total power (µW) / hold slack (ns)
floorplan: 21.16 / - / 244000 / 9280 / 0.423
global placement: 15.29 / 42.1 / 255000 / 9870 / 0.430
detailed placement: 15.30 / 42.1 / 255000 / 9870 / 0.437
CTS: 16.45 / 45.0 / 273000 / 16400 / 0.451
global route: 15.91 / 45.0 / 273000 / 16800 / 0.459
finish: 16.37 / 45.0 / 273000 / 16400 / 0.449
layer usage:
metal | GRT usage (%) | wire length [µm]
met5 | 1.48 | 1740
met4 | 9.66 | 36200
met3 | 18.1 | 121000
met2 | 37.3 | 335000
met1 | 33.4 | 257000
Power and IR drop assume default switching activity.
